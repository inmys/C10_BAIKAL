<file path="flow/design.v">
// synopsys translate_off
`timescale 1ns/10ps
// synopsys translate_on
module can_btl
( 
  clk,
  rst,
  rx,
  tx,
  baud_r_presc,
  sync_jump_width,
  time_segment1,
  time_segment2,
  triple_sampling,
  sample_point,
  sampled_bit,
  sampled_bit_q,
  tx_point,
  hard_sync,
  rx_idle,
  rx_inter,
  transmitting,
  transmitter,
  go_rx_inter,
  tx_next,
  go_overload_frame,
  go_error_frame,
  go_tx,
  send_ack,
  node_error_passive
);
parameter Tp = 1;
input         clk;
input         rst;
input         rx;
input         tx;
input   [5:0] baud_r_presc;
input   [1:0] sync_jump_width;
input   [3:0] time_segment1;
input   [2:0] time_segment2;
input         triple_sampling;
input         rx_idle;
input         rx_inter;
input         transmitting;
input         transmitter;
input         go_rx_inter;
input         tx_next;
input         go_overload_frame;
input         go_error_frame;
input         go_tx;
input         send_ack;
input         node_error_passive;
output        sample_point;
output        sampled_bit;
output        sampled_bit_q;
output        tx_point;
output        hard_sync;
reg     [6:0] clk_cnt;
reg           clk_en;
reg           clk_en_q;
reg           sync_blocked;
reg           hard_sync_blocked;
reg           sampled_bit;
reg           sampled_bit_q;
reg     [4:0] quant_cnt;
reg     [3:0] delay;
reg           sync;
reg           seg1;
reg           seg2;
reg           resync_latched;
reg           sample_point;
reg     [1:0] sample;
reg           tx_point;
reg           tx_next_sp;
wire          go_sync;
wire          go_seg1;
wire          go_seg2;
wire [7:0]    preset_cnt;
wire          sync_window;
wire          resync;
assign preset_cnt = (baud_r_presc + 1'b1)<<1;         
assign hard_sync  =   (rx_idle | rx_inter)    & (~rx) & sampled_bit & (~hard_sync_blocked);   
assign resync     =  (~rx_idle) & (~rx_inter) & (~rx) & sampled_bit & (~sync_blocked);        
always @ (posedge clk or posedge rst)
begin
  if (rst)
    clk_cnt <= 7'h0;
  else if (clk_cnt >= (preset_cnt-1'b1))
    clk_cnt <=#Tp 7'h0;
  else
    clk_cnt <=#Tp clk_cnt + 1'b1;
end
always @ (posedge clk or posedge rst)
begin
  if (rst)
    clk_en  <= 1'b0;
  else if ({1'b0, clk_cnt} == (preset_cnt-1'b1))
    clk_en  <=#Tp 1'b1;
  else
    clk_en  <=#Tp 1'b0;
end
always @ (posedge clk or posedge rst)
begin
  if (rst)
    clk_en_q  <= 1'b0;
  else
    clk_en_q  <=#Tp clk_en;
end
assign go_sync = clk_en_q & seg2 & (quant_cnt[2:0] == time_segment2) & (~hard_sync) & (~resync);
assign go_seg1 = clk_en_q & (sync | hard_sync | (resync & seg2 & sync_window) | (resync_latched & sync_window));
assign go_seg2 = clk_en_q & (seg1 & (~hard_sync) & (quant_cnt == (time_segment1 + delay)));
always @ (posedge clk or posedge rst)
begin
  if (rst)
    tx_point <= 1'b0;
  else
    tx_point <=#Tp ~tx_point & seg2 & (  clk_en & (quant_cnt[2:0] == time_segment2)
                                       | (clk_en | clk_en_q) & (resync | hard_sync)
                                      );     
end
always @ (posedge clk or posedge rst)
begin
  if (rst)
    resync_latched <= 1'b0;
  else if (resync & seg2 & (~sync_window))
    resync_latched <=#Tp 1'b1;
  else if (go_seg1)
    resync_latched <= 1'b0;
end
always @ (posedge clk or posedge rst)
begin
  if (rst)
    sync <= 1'b0;
  else if (clk_en_q)
    sync <=#Tp go_sync;
end
always @ (posedge clk or posedge rst)
begin
  if (rst)
    seg1 <= 1'b1;
  else if (go_seg1)
    seg1 <=#Tp 1'b1;
  else if (go_seg2)
    seg1 <=#Tp 1'b0;
end
always @ (posedge clk or posedge rst)
begin
  if (rst)
    seg2 <= 1'b0;
  else if (go_seg2)
    seg2 <=#Tp 1'b1;
  else if (go_sync | go_seg1)
    seg2 <=#Tp 1'b0;
end
always @ (posedge clk or posedge rst)
begin
  if (rst)
    quant_cnt <= 5'h0;
  else if (go_sync | go_seg1 | go_seg2)
    quant_cnt <=#Tp 5'h0;
  else if (clk_en_q)
    quant_cnt <=#Tp quant_cnt + 1'b1;
end
always @ (posedge clk or posedge rst)
begin
  if (rst)
    delay <= 4'h0;
  else if (resync & seg1 & (~transmitting | transmitting & (tx_next_sp | (tx & (~rx)))))   
    delay <=#Tp (quant_cnt > {3'h0, sync_jump_width})? ({2'h0, sync_jump_width} + 1'b1) : (quant_cnt + 1'b1);
  else if (go_sync | go_seg1)
    delay <=#Tp 4'h0;
end
assign sync_window = ((time_segment2 - quant_cnt[2:0]) < ( sync_jump_width + 1'b1));
always @ (posedge clk or posedge rst)
begin
  if (rst)
    sample <= 2'b11;
  else if (clk_en_q)
    sample <= {sample[0], rx};
end
always @ (posedge clk or posedge rst)
begin
  if (rst)
    begin
      sampled_bit <= 1'b1;
      sampled_bit_q <= 1'b1;
      sample_point <= 1'b0;
    end
  else if (go_error_frame)
    begin
      sampled_bit_q <=#Tp sampled_bit;
      sample_point <=#Tp 1'b0;
    end
  else if (clk_en_q & (~hard_sync))
    begin
      if (seg1 & (quant_cnt == (time_segment1 + delay)))
        begin
          sample_point <=#Tp 1'b1;
          sampled_bit_q <=#Tp sampled_bit;
          if (triple_sampling)
            sampled_bit <=#Tp (sample[0] & sample[1]) | ( sample[0] & rx) | (sample[1] & rx);
          else
            sampled_bit <=#Tp rx;
        end
    end
  else
    sample_point <=#Tp 1'b0;
end
always @ (posedge clk or posedge rst)
begin
  if (rst)
    tx_next_sp <= 1'b0;
  else if (go_overload_frame | (go_error_frame & (~node_error_passive)) | go_tx | send_ack)
    tx_next_sp <=#Tp 1'b0;
  else if (go_error_frame & node_error_passive)
    tx_next_sp <=#Tp 1'b1;
  else if (sample_point)
    tx_next_sp <=#Tp tx_next;
end
always @ (posedge clk or posedge rst)
begin
  if (rst)
    sync_blocked <=#Tp 1'b1;
  else if (clk_en_q)
    begin
      if (resync)
        sync_blocked <=#Tp 1'b1;
      else if (go_seg2)
        sync_blocked <=#Tp 1'b0;
    end
end
always @ (posedge clk or posedge rst)
begin
  if (rst)
    hard_sync_blocked <=#Tp 1'b0;
  else if (hard_sync & clk_en_q | (transmitting & transmitter | go_tx) & tx_point & (~tx_next))
    hard_sync_blocked <=#Tp 1'b1;
  else if (go_rx_inter | (rx_idle | rx_inter) & sample_point & sampled_bit)   
    hard_sync_blocked <=#Tp 1'b0;
end
endmodule
</file>
<file path="flow/run.sh">
#!/bin/bash
# OpenROAD 26Q1-2900-gdf79404cd8, Yosys 0.63+post, stock flow scripts
make -C /OpenROAD-flow-scripts/flow DESIGN_CONFIG=/design/flow/config.mk WORK_HOME=/design/flow/orfs finish
</file>
<file path="flow/config.mk">
export PLATFORM = sky130hd
export DESIGN_NAME = can_btl
export DESIGN_NICKNAME = can_btl
export VERILOG_FILES = /design/flow/design.v
export SDC_FILE = /design/flow/constraint.sdc
export NUM_CORES = 4
export LEC_CHECK = 1
export CORE_UTILIZATION = 40
</file>
<file path="flow/constraint.sdc">
current_design can_btl

set clk_period 3.9
set clk_io_pct 0.2

create_clock -name clk0 -period $clk_period [get_ports {clk}]

set non_clock_inputs [all_inputs -no_clocks]
set_input_delay [expr $clk_period * $clk_io_pct] -clock clk0 $non_clock_inputs
set_output_delay [expr $clk_period * $clk_io_pct] -clock clk0 [all_outputs]
</file>
==> results_tabular.tex <==
% Implementation results table
\begin{tabular}{lr}
\hline
Metric & Value \\
\hline
\multicolumn{2}{l}{\textbf{Outcome}} \\
Status & complete, no violations \\
\multicolumn{2}{l}{\textbf{STA}} \\
Time the worst path needs with I/O delays and setup & 3.303 ns \\
Setup slack of the critical path after layout & 0.5968 ns \\
Final-layout setup total negative slack & 0 ns \\
Worst hold slack after final layout & 0.3901 ns \\
Setup Viol. Count Final & 0 \\
Highest clock frequency the design can meet & 0.3027 GHz \\
Final Cycle Share & 84.70\% \\
Transition at the pin with the smallest max-transition slack & 0.6568 ns \\
Final worst clock skew & 0.01040 ns \\
Slew Limit Headroom & 56.21\% \\
Final Hold Fails & 0 \\
Max-slew violation count & 0 \\
Setup repair after global routing missed its margin & no \\
\multicolumn{2}{l}{\textbf{Route}} \\
Total via count after detailed routing & 1783 \\
Routed via count divided by cell count & 5.051 \\
Detailed Routing Iterations Pass 1 & 4 \\
DRC marker count from the first detailed-route iteration & 77 \\
Antenna diode instance count & 0 \\
Total wirelength of the detailed-routed design & 4353 um \\
Detailed-route wire length per cell & 12.33 um \\
Remaining antenna violation count & 0 \\
Drc violations & 0 \\
\multicolumn{2}{l}{\textbf{Global route}} \\
Via count of the first global-routing pass & 1729 \\
Wire length of the first global-routing pass & 7624 um \\
Final global-route overflow total & 0 \\
Pin count of the biggest net entering global routing & 32 \\
Gr usage total & 16.17\% \\
Number of antenna violations at the first check in global routing & 0 \\
\multicolumn{2}{l}{\textbf{Cells and area}} \\
Layout cell share with drive strength beyond 1 & 11.31\% \\
Number of inserted filler cells in the final layout & 494 \\
Synth-to-layout area growth & 25.17\% \\
Combined area of the multi-input logic cells & 0.001379 mm2 \\
Post-Route Utilization & 53.49\% \\
Most frequent logic cell in the layout & sky130\_fd\_sc\_hd\_\_clkdlybuf4s50\_1 \\
Tally of non-filler cells in the final layout & 353 \\
Sequential standard cell area & 783.3 um2 \\
Commonest cells after routing, fill and taps aside & sky130\_fd\_sc\_hd\_\_clkdlybuf4s50\_1 (35), sky130\_fd\_sc\_hd\_\_dfrtp\_1 (25), sky130\_fd\_sc\_hd\_\_a21oi\_1 (21), sky130\_fd\_sc\_hd\_\_ha\_1 (21), sky130\_fd\_sc\_hd\_\_nor2\_1 (18) \\
\multicolumn{2}{l}{\textbf{CTS}} \\
CTS Hold Buffers Added & 0 \\
Clock tree buffer depth & 2 \\
CTS root buffer & sky130\_fd\_sc\_hd\_\_clkbuf\_8 \\
Post-CTS Setup Inserts & 0 \\
Total of cells resized after clock tree synthesis & 0 \\
TritonCTS Buffers & 5 \\
Clock Sink Count & 31 \\
Clock transition at path regs & 0.07 ns \\
Clock latency at the later pin of the worst-skew pair & 0.28 ns \\
CTS tree & built \\
H-tree lvl count & 2 \\
\multicolumn{2}{l}{\textbf{Place}} \\
Final RePlAce weighted congestion & 0.7947 \\
Number of input and output port buffers inserted & 35 \\
Cell total after placement & 345 \\
HPWL Detailed & 3317 um \\
Setup Slack @ Placement & 0.3112 ns \\
\multicolumn{2}{l}{\textbf{Power and ir drop}} \\
Leak pwr & 1.279 nW \\
Peak supply drop & 0.0002456 V \\
Fraction of power spent switching nets & 34.75\% \\
Combinational Power Share & 36.0\% \\
Share of power burned in registers & 38.6\% \\
Internal power & 0.8387 mW \\
Part of the total power dissipated in the clock network & 25.4\% \\
Net switching power figure & 0.4466 mW \\
Power density over the cells & 455.9 mW/mm2 \\
\multicolumn{2}{l}{\textbf{Worst setup path}} \\
Slowest library cell on the worst path & sky130\_fd\_sc\_hd\_\_clkdlybuf4s50\_1 \\
Worst EP arrival & 3.46 ns \\
Critical setup path kind & in2reg \\
Crit path largest cell delay & 0.39 ns \\
Critical Path Source Type & input pin \\
Family with the most delay on the worst path & adder cells \\
CP cell instances & clkdlybuf4s50\_1 > inv\_1 > ha\_1 > inv\_1 > fa\_1 > xor2\_1 > ha\_1 > a21o\_1 > a31oi\_1 > mux2\_2 > a21oi\_4 > nor2b\_2 > o22ai\_1 \\
Flop2flop setup slack & 0.98 ns \\
Critical R2R Launch & quant\_cnt[0]\$\_DFFE\_PP0P\_ \\
Crit Reg-Reg Endpoint & delay[2]\$\_DFFE\_PP0P\_ \\
Number of buffers and inverters on the critical path & 3 \\
Logic depth of the worst register-to-register path & 11 \\
Peak fanout along the critical path & 9 \\
Crit path DRT & 4.06 ns \\
Worst Setup End Kind & flip-flop \\
\multicolumn{2}{l}{\textbf{Floorplanning}} \\
Number of top-level design ports & 36 \\
Die height & 77.04 um \\
Std-Cell Core Area & 0.005270 mm2 \\
Die X-Extent & 77.04 um \\
Area of the die & 0.005934 mm2 \\
Floorplan Utilization & 42.74\% \\
Row Count & 26 \\
\multicolumn{2}{l}{\textbf{Min path}} \\
End point of the most critical hold path & clk\_en\_q\$\_DFF\_PP0\_ \\
Hold path depth & 0 \\
Hold/Removal Path Class & reg2reg \\
Hold path startpoint & clk\_en\$\_DFF\_PP0\_ \\
\multicolumn{2}{l}{\textbf{Synth}} \\
Number of cell instances after yosys synthesis & 241 \\
Post-synth regs & 31 \\
Fraction of registers with async set/reset & 100.0\% \\
Syn Std Cell Area & 0.002252 mm2 \\
Syn\_area\_per\_cell & 9.345 um2 \\
Tally of yosys warning messages & 2 \\
Main synth FF type & sky130\_fd\_sc\_hd\_\_dfrtp\_1 \\
Number of synthesized flops with an enable pin & 0 \\
Largest area contributor in the netlist & sky130\_fd\_sc\_hd\_\_dfrtp\_1 \\
Chip Area, Yosys & 0.002252 mm2 \\
Count of mapped cells out of synthesis & 241 \\
Share of the yosys chip area belonging to registers & 34.78\% \\
Post-synth area hogs & sky130\_fd\_sc\_hd\_\_dfrtp\_1 (28\%), sky130\_fd\_sc\_hd\_\_ha\_1 (12\%), sky130\_fd\_sc\_hd\_\_dfstp\_2 (7.0\%), sky130\_fd\_sc\_hd\_\_xnor2\_1 (5.8\%), sky130\_fd\_sc\_hd\_\_a21oi\_1 (4.7\%) \\
Area leader share & 27.78\% \\
Number of different library cells in the post-synthesis netlist & 42 \\
\multicolumn{2}{l}{\textbf{Flow run}} \\
Tool warning count & 27 \\
MaxCap Viol Count & 0 \\
\hline
\end{tabular}
## worst max path at each step
stage | start | to | slack (ns) | depth (start not counted)
5_1_grt | baud_r_presc[0] | clk_cnt[4]$_DFF_PP0_ | 0.40 | 14
6_report | time_segment2[0] | delay[2]$_DFFE_PP0P_ | 0.60 | 13
4_1_cts | time_segment2[0] | delay[0]$_DFFE_PP0P_ | 0.61 | 13
## power groups by stage
stage	sequential (mW)	clock [mW]	combinational [mW]
CTS	0.497	0.337	0.469
global route	0.512	0.354	0.530
finish	0.496	0.327	0.462
## layout make-up
cell class	count	area share (%)
Timing Repair Buffer	40	13.76
Tap cell	70	3.107
Inverter	17	2.264
Sequential cell	31	27.79
Clock buffer	6	2.929
Clock inverter	2	1.243
Multi-Input combinational cell	187	48.91
## routing by layer
metal | vias to the layer above | wire, um | part of all wire, % | GRT usage [%]
met5 | - | 0 | 0 | 0
met1 | 811 | 2093 | 48 | 23.10
met3 | 4 | 247 | 5.7 | 3.990
met4 | 0 | 41 | 0.94 | 1.509
li1 | 929 | - | - | -
met2 | 39 | 1970 | 45 | 26.52
## sequential cells by signal, summed over array words and instances, names as in the netlist, 2 cells and up
name / count
sample: 2
clk_cnt: 7
quant_cnt: 5
delay: 4
## per-stage QoR
stage          instance area, um2  total power, mW
4_1_cts                      2819            1.303
2_1_floorplan                2252           0.8356
5_1_grt                      2819            1.396
3_3_place_gp                 2701           0.9618
6_report                     2819            1.285
3_5_place_dp                 2701           0.9658
## cells by family (layout without fill, tap and decap cells)
kind of cell	after synthesis	in the layout	synth area share, %
flip-flops	31	31	34.78
buffers and inverters	23	65	4.000
AND/OR/NAND/NOR	83	83	21.22
AND-OR/OR-AND	49	49	13.22
XOR/XNOR	22	22	8.556
adder cells (fa/ha/maj)	23	23	13.44
multiplexers	10	10	4.778
## worst register-to-register path: stages, from the launching register on
cell and delay [ns]:
sky130_fd_sc_hd__dfrtp_1 0.50, sky130_fd_sc_hd__ha_1 0.20, sky130_fd_sc_hd__inv_1 0.05, sky130_fd_sc_hd__fa_1 0.36
sky130_fd_sc_hd__xor2_1 0.17, sky130_fd_sc_hd__ha_1 0.31, sky130_fd_sc_hd__a21o_1 0.18, sky130_fd_sc_hd__a31oi_1 0.32
sky130_fd_sc_hd__mux2_2 0.27, sky130_fd_sc_hd__a21oi_4 0.09, sky130_fd_sc_hd__nor2b_2 0.23, sky130_fd_sc_hd__o22ai_1 0.12
## synth_stat cells (2+ instances only)
cell type                   n
sky130_fd_sc_hd__nand2b_1   9
sky130_fd_sc_hd__and3_1     3
sky130_fd_sc_hd__nor3b_1    3
sky130_fd_sc_hd__nor2_1    18
sky130_fd_sc_hd__clkbuf_1   5
sky130_fd_sc_hd__inv_1     17
sky130_fd_sc_hd__o22ai_1    4
sky130_fd_sc_hd__xor2_1     7
sky130_fd_sc_hd__dfrtp_1   25
sky130_fd_sc_hd__mux2i_1    4
sky130_fd_sc_hd__a21oi_1   21
sky130_fd_sc_hd__ha_1      21
sky130_fd_sc_hd__nand3b_1   2
sky130_fd_sc_hd__mux2_2     6
sky130_fd_sc_hd__o21ai_1    2
sky130_fd_sc_hd__a31oi_1    5
sky130_fd_sc_hd__nor2b_1    3
sky130_fd_sc_hd__nand2_1   12
sky130_fd_sc_hd__a21o_1     6
sky130_fd_sc_hd__dfstp_2    6
sky130_fd_sc_hd__nand4_1    4
sky130_fd_sc_hd__xnor2_1   15
sky130_fd_sc_hd__fa_1       2
sky130_fd_sc_hd__nor3_1     5
sky130_fd_sc_hd__o31ai_1    2
sky130_fd_sc_hd__nand3_1   14
sky130_fd_sc_hd__o21ai_0    5
Power and IR drop assume default switching activity.
